==> flow/design.v <==
`timescale 1ns / 1ps
module lab4(
  input  clk,             
  input  reset_n,         
  input  [3:0] usr_btn,   
  output [3:0] usr_led    
);
reg signed [3:0] temp_led=4'b0000;
wire [3:0] static_btn;
reg [2:0] state=3'b000;
reg [20:0] pwm_on=500000;
reg [20:0] pwm_counter=0;
debounce d0(clk,reset_n,usr_btn[0],static_btn[0]);
debounce d1(clk,reset_n,usr_btn[1],static_btn[1]);
debounce d2(clk,reset_n,usr_btn[2],static_btn[2]);
debounce d3(clk,reset_n,usr_btn[3],static_btn[3]);
always@(posedge clk) begin
    if(reset_n == 1'b0) begin
        temp_led <= 0;
    end
    else if(static_btn[0]) begin
        temp_led <= (temp_led== -8) ? temp_led : temp_led - 1;         
    end
    else if(static_btn[1]) begin
        temp_led <= (temp_led == 7) ? temp_led : temp_led + 1;
    end
    else begin
        temp_led <= temp_led;
    end
end
always@(posedge clk) begin
    if(!reset_n) begin
        state <= 2;
    end
    else if(static_btn[3]) begin
        state <= (state==4) ? state:state+1;
    end
    else if(static_btn[2]) begin
        state <= (state==0) ? state:state-1;
    end
    else begin
        state <= state;
    end
end
always@(state) begin
    if(state == 0) begin
        pwm_on <= 50000;
    end
    if(state == 1) begin
        pwm_on <= 250000;
    end
    else if(state == 2) begin
        pwm_on <= 500000;
    end
    else if(state == 3) begin
        pwm_on <= 750000;
    end
    else if(state == 4) begin
        pwm_on <= 1000000;
    end
end
always@(posedge clk) begin
    if(pwm_counter == 999999) begin
        pwm_counter <= 0;
    end
    else begin
        pwm_counter <= pwm_counter + 1;
    end
end
assign usr_led = (pwm_counter < pwm_on) ? temp_led : 0;
endmodule
module debounce(clk, reset_n, btn_in, btn_out);
    input clk, reset_n, btn_in;
    output btn_out;
    reg [20:0] timer = 0;
assign btn_out = (timer == 300000);
always @(posedge clk or negedge reset_n) begin
    if(!reset_n) begin
        timer <= 0;
    end
    else if(btn_in) begin
        if(timer > 300000) timer <= timer;
        else timer <= timer + 1;
    end
    else begin
        timer <= 0;
    end
end
endmodule
==> flow/run.sh <==
#!/bin/bash
# OpenROAD 26Q1-2900-gdf79404cd8, Yosys 0.63+post, stock flow scripts
make -C /OpenROAD-flow-scripts/flow DESIGN_CONFIG=/design/flow/config.mk WORK_HOME=/design/flow/orfs finish
==> flow/config.mk <==
export PLATFORM = sky130hd
export DESIGN_NAME = lab4
export DESIGN_NICKNAME = lab4
export VERILOG_FILES = /design/flow/design.v
export SDC_FILE = /design/flow/constraint.sdc
export NUM_CORES = 4
export LEC_CHECK = 1
export CORE_UTILIZATION = 40
==> flow/constraint.sdc <==
current_design lab4

set clk_period 6.0
set clk_io_pct 0.2

create_clock -name clk0 -period $clk_period [get_ports {clk}]

set non_clock_inputs [all_inputs -no_clocks]
set_input_delay [expr $clk_period * $clk_io_pct] -clock clk0 $non_clock_inputs
set_output_delay [expr $clk_period * $clk_io_pct] -clock clk0 [all_outputs]
==> deck_impl_summary.md <==
Key Metrics from the Run

CTS
  – Hold Buf Count CTS: 0
  – PostCTS Resize Cnt: 0
  – Clock Tree Buf Depth: 2
  – Late-Pin Clk Latency: 360 ps
  – CTS tree: built
  – CTS H-tree depth: 3
  – # Post-CTS Setup Buffers: 0
  – Clk root buf: clkbuf_16
  – Cts bufs inserted: 9
  – Clock-pin transition on the worst setup and hold timing paths: 70 ps

Timing
  – Fin crit period: 3830 ps
  – Fin Setup TNS: 0 ps
  – Rel. slew slack: 48.0%
  – Final max-slew violation count: 0
  – Count of final setup violators: 0
  – Fin. Hold Viols: 0
  – Clk_skew: 7.52 ps
  – Worst setup margin: 2170 ps
  – Register pins left without a clock: 10
  – FMAX: 261 MHz
  – RSZ-0062 raised after global routing: false
  – Endpoints left unconstrained: 10
  – Fin crit share: 63.8%
  – Slew @ Worst Pin: 773 ps

Setup path
  – Crit Path Max Fanout: 6
  – CP endpoint kind: output pin
  – R2R Setup Slk: 3010 ps
  – WS Path Type: reg2out
  – Worst Path Arrival: 2630 ps
  – Critical R2R Capture: temp_led[3]
  – Register-to-Register Path Depth: 12
  – Worst Setup EP: usr_led[3]
  – Crit path required time: 4800 ps
  – Critical Path Source Type: register
  – CP startpoint: pwm_counter[14]
  – Origin of the critical flop-to-flop path: d0.timer[0]

Layout
  – Final instance area: 7670 µm²
  – Post-layout util: 44.5%
  – Layout cell share with drive strength beyond 1: 4.89%
  – Synth-to-layout area growth: 9.35%

Drt
  – Drt drc: 0
  – DR WL/cell: 13.3 µm
  – N_diodes: 0
  – Final wirelength: 13900 µm
  – Via count: 5573
  – Antenna-violating nets left: 0
  – First drt pass iteration count: 4
  – Via density: 5.34
  – M1 WL: 7270 µm
  – Top Metal Used: met4
  – Iter 0 DRT Violations: 288
  – Met3 WL: 362 µm
  – Routed length on met2: 6090 µm

Placement
  – Post-DP HPWL: 9550 µm
  – PortBufs: 9
  – Placer Congestion: 0.837
  – Area after DPL: 7350 µm²
  – Worst slack at placement: 2570 ps

Global route
  – Initial antenna violation count: 0
  – Total gr overflow: 0
  – Number of global-route vias before repair: 5136
  – Total track usage: 16.6%
  – First-pass GRT wire length: 24200 µm
  – Largest net degree at the start of global routing: 38

Power
  – Leak: 3.17 nW
  – Power per cell area: 191 nW/µm²
  – Max IR drop VDD: 132 µV

Outcome
  – Outcome: complete, no violations

Run
  – Max-cap viol count: 0
  – Tool Warnings: 33

Logic synthesis
  – Cells after Synth: 807
  – Mean Syn Cell Area: 8.69 µm²
  – YS chip area: 7020 µm²
  – Post-synth EDFFs: 0
  – Yosys reg bits: 122
  – Main flop type: dfrtp_1
  – Synthesized area: 7020 µm²
  – Synth cell types: 61
  – Yosys Instances: 807
  – Synth Warn #: 2
  – Synth async-reset ratio: 68.9%

Floorplanning
  – Die area: 18100 µm²
  – # rows: 48
  – Die W: 134 µm
  – Fp util: 40.7%
  – Io pins: 10
  – Core box area: 17200 µm²
  – Die Height: 134 µm

Worst hold path
  – Hold Crit Class: reg2reg
[state kept, by name (all words and copies together) (netlist names)]
name / cells
pwm_on: 10
d3.timer: 21
d1.timer: 21
d0.timer: 21
temp_led: 4
pwm_counter: 21
d2.timer: 21
state: 3
[cell usage in the layout (no fill, tap or decap), types with 7 or more instances in the layout]
| cell | n |
|---|---|
| a211oi_1 | 8 |
| a21boi_0 | 7 |
| a21oi_1 | 62 |
| and2_1 | 13 |
| and3_1 | 16 |
| and4_1 | 12 |
| buf_4 | 10 |
| clkbuf_16 | 9 |
| clkdlybuf4s50_1 | 8 |
| dfrtp_1 | 84 |
| dfxtp_1 | 28 |
| dlxtn_1 | 10 |
| ha_1 | 30 |
| inv_1 | 44 |
| mux2i_1 | 44 |
| nand2_1 | 94 |
| nand2b_1 | 39 |
| nand3_1 | 51 |
| nand4_1 | 17 |
| nor2_1 | 46 |
| nor3_1 | 14 |
| nor4_1 | 13 |
| o21ai_0 | 32 |
| o31ai_1 | 7 |
| or3_1 | 14 |
| or4_1 | 11 |
| xnor2_1 | 13 |
| xor2_1 | 8 |
[cells in the mapped netlist, drive strengths merged (2+ instances only)]
cell type,count,share of area (%)
a21boi,11,1.2
nor4b,4,0.50
nor2,46,2.5
or4,13,1.5
a21bo,2,0.29
a311oi,2,0.25
nor3,14,1.0
nor4bb,3,0.43
o2111ai,2,0.25
or3,14,1.2
a21oi,62,4.4
inv,44,2.4
o21ai,33,2.4
and4,12,1.5
xnor2,13,1.6
a31o,2,0.25
xor2,8,1.0
dfxtp,28,8.0
buf,5,0.45
clkbuf,18,0.96
and3,16,1.4
dfrtp,84,30
nand4,17,1.5
ha,30,5.4
o211ai,6,0.64
a211oi,9,1.0
mux2i,44,6.3
o41ai,2,0.25
o31ai,7,0.75
or2,6,0.54
nor4,13,1.2
and2,13,1.2
nand2b,39,3.5
a21o,6,0.64
nor3b,2,0.21
nand2,94,5.0
o21a,6,0.64
dlxtn,10,2.1
nand3,51,3.6
[per-stage QoR]
| step | hold slack (ps) | cells | power, mW |
|---|---|---|---|
| 3_3_place_gp | 457 | 1027 | 0.844 |
| 5_1_grt | 513 | 1043 | 1.53 |
| 3_5_place_dp | 467 | 1027 | 0.845 |
| 6_report | 476 | 1043 | 1.47 |
| 4_1_cts | 478 | 1043 | 1.50 |
| 2_1_floorplan | 442 | 807 | 0.816 |
[cell type report]
type	count	area (µm²)
Timing Repair Buffer	18	155
Tap cell	225	282
Inverter	45	169
Sequential cell	122	2810
Multi-Input combinational cell	617	3940
Clock buffer	13	270
Clock inverter	3	47.5
Fill cell	1621	9570
[layer usage]
metal  GRT usage, %  vias up
li1               -     2901
met3           2.55       12
met1           26.4     2610
met5              0        -
met2           25.3       50
met4           1.94        0
[cells by family after synthesis]
kind of cell	Yosys count	share of synthesized area, %
AND/OR/NAND/NOR	362	27.4
flip-flops	112	38.0
AND-OR/OR-AND	158	14.0
latches	10	2.14
multiplexers	45	6.44
buffers and inverters	68	3.82
adder cells (fa/ha/maj)	31	5.64
XOR/XNOR	21	2.62
[critical path, stage by stage, from the launching register on]
cell             delay, ps
dfxtp_1                430
ha_1                   280
a21o_1                 160
a21o_1                 170
a21oi_1                150
o21ai_0                180
a211oi_1               350
clkdlybuf4s50_1        550
[power breakdown]
part | total, mW | switching, mW | internal [mW]
Sequential | 0.766 | 0.00838 | 0.758
Clock | 0.641 | 0.280 | 0.361
Combinational | 0.0618 | 0.0400 | 0.0218
[how the worst min path moves through the flow]
stage | start | endpoint | depth (start not counted)
after CTS | temp_led[3] | temp_led[3] | 2
after global routing | temp_led[3] | temp_led[3] | 2
final | temp_led[3] | temp_led[3] | 2
Power and IR drop assume default switching activity.
