--- /design/flow/config.mk ---
export PLATFORM = sky130hd
export DESIGN_NAME = alu
export DESIGN_NICKNAME = alu
export VERILOG_FILES = /design/flow/design.v
export SDC_FILE = /design/flow/constraint.sdc
export NUM_CORES = 4
export LEC_CHECK = 1
export CORE_UTILIZATION = 50
--- /design/flow/constraint.sdc ---
current_design alu

set clk_period 7.1
set clk_io_pct 0.2

create_clock -name clk0 -period $clk_period [get_ports {clk}]

set non_clock_inputs [all_inputs -no_clocks]
set_input_delay [expr $clk_period * $clk_io_pct] -clock clk0 $non_clock_inputs
set_output_delay [expr $clk_period * $clk_io_pct] -clock clk0 [all_outputs]
--- /design/flow/design.v ---
`timescale 1ns / 1ps
module alu(
    output reg [7:0] alu_out,
    output zero,
    input [2:0] opcode,
    input [7:0] data,
    input [7:0] accum,
    input clk,
    input reset
    );
    assign zero = (accum == 0) ? 1:0;
    always@(posedge clk) begin
        if(reset == 1)  alu_out <= 0;
        else begin
           case(opcode)
           3'b000: alu_out <= accum;
           3'b001: alu_out <= accum + data;
           3'b010: alu_out <= accum - data;
           3'b011: alu_out <= accum & data;
           3'b100: alu_out <= accum ^ data;
           3'b101: begin 
                    if(accum[7] == 1) alu_out <= ~(accum - 1) ;
                    else alu_out <= accum;
                   end
           3'b110: begin
                    if(accum[3]==1 && data[3]==1) begin
                        alu_out <= ((~(accum-1))&(8'b00001111)) * (~(data-1))&(8'b00001111);
                    end 
                    else if(accum[3]==1 && data[3]==0) begin
                        alu_out <= ~(((~(accum-1))&(8'b00001111)) * data) + 1;
                    end
                    else if(accum[3]==0 && data[3]==1) begin 
                        alu_out <= ~(accum *((~(data-1))&(8'b00001111))) +1;
                    end
                    else begin 
                        alu_out <= accum * data;
                    end
           end
           3'b111: alu_out <= data;
           endcase
        end
    end
endmodule
--- /design/flow/run.sh ---
#!/bin/bash
# OpenROAD 26Q1-2900-gdf79404cd8, Yosys 0.63+post, stock flow scripts
make -C /OpenROAD-flow-scripts/flow DESIGN_CONFIG=/design/flow/config.mk WORK_HOME=/design/flow/orfs finish
==> results.py <==
# Flow results
metrics = {
    "status": {
        "status": "finished clean",
    },
    "floorplan": {
        "fp.coreArea_um2": 7330,
        "fp_util_pct": 52.4,
        "ioPinCount": 30,
        "die_w_um": 89.7,
        "num_rows": 31,
        "fp.dieH_um": 89.7,
        "fp.dieArea_um2": 8040,
    },
    "drt": {
        "antenna_cells": 0,
        "via_per_inst": 5.37,
        "ant_nets": 0,
        "drtIter0Drc": 159,
        "post_drt_wl_per_cell_um": 16.6,
        "first_pass_iters": 4,
        "num_vias": 3259,
        "drc": 0,
        "drt-total-wl_mm": 10.1,
    },
    "critical_path": {
        "critical_path_class": "in -> reg",
        "cp-end-kind": "flip-flop",
        "cp_max_fo": 16,
        "crit_arrival_ns": 6.38,
        "start_kind": "primary input",
        "required_ns": 7.24,
    },
    "grt": {
        "grt_pass1_wl_mm": 16.4,
        "grt_max_degree": 22,
        "antenna_found_initial": 0,
        "overflow": 0,
        "grt_pass1_vias": 3205,
        "grt_usage_pct": 28.7,
    },
    "final_layout": {
        "largest_register_ffs": 8,
        "top_regs": "alu_out x8",
        "area_delta_synth_final_pct": 10.6,
        "num-fill-cells": 710,
        "final_cell_area_um2": 4250,
        "largest_register": "alu_out",
        "drive_above_1_share_pct": 4.13,
    },
    "clock_network": {
        "cts_tree": "yes",
        "ctsResizeCount": 0,
        "hold_buffers": 0,
        "root_buffer": "clkbuf_8",
        "clock_path_buffers": 2,
        "cts_made_buffers": 3,
        "cts.sinks": 8,
        "htree_levels": 1,
        "cts_setup_buffers": 0,
        "clk_pin_slew_ns": 0.04,
    },
    "sta": {
        "post-route-min-period_ns": 6.24,
        "finalHoldViolCount": 0,
        "rsz0062_at_grt": "no",
        "final.period_utilization_pct": 87.9,
        "setup_viol": 0,
        "maxSlewHeadroom_pct": 53.4,
        "slew_violations": 0,
        "setup_tns_ns": 0,
        "fmax_ghz": 0.160,
        "worstMarginPinSlew_ns": 0.697,
    },
    "synthesis": {
        "area_leaders": "ha_1 19%, fa_1 16%, xnor2_1 12%, and2_1 5.7%, inv_1 5.6%",
        "ys_area_um2": 3840,
        "synthCells": 496,
        "synth.distinct_cells": 46,
        "postSynth.asyncResetShare_pct": 0,
        "numSynthFlops": 8,
        "edf_count": 0,
        "largest_area_cell": "ha_1",
        "synth_top_flop_cell": "dfxtp_1",
        "synth_dominant_cell_count": "ha_1",
        "postSynthAreaPerCell_um2": 7.74,
        "yosysWarnings": 1,
        "yosys_cells": 496,
        "top_cell_area_share_pct": 18.9,
        "yosysSeqAreaShare_pct": 4.17,
        "netlist_top_cells_count": "58 x ha_1, 57 x inv_1, 53 x xnor2_1, 46 x nand2_1, 38 x nor2_1",
        "netlist_area_um2": 3840,
    },
    "power_and_ir_drop": {
        "p_sw_share_pct": 48.4,
        "p_leak_nw": 1.98,
        "internal_power_mw": 0.335,
        "pwr-share-clk_pct": 8.2,
        "total_power_mw": 0.650,
        "power_density_nw_per_um2": 153,
        "power_frac_seq_pct": 8.0,
        "peakVddDrop_mv": 0.0883,
        "comb_power_share_pct": 83.8,
        "p_sw_mw": 0.315,
    },
    "run": {
        "tool_warnings": 29,
        "drv_cap": 0,
    },
    "placed_design": {
        "hpwl_mm": 8.23,
        "numPortBuffers": 29,
        "gp_congestion": 0.919,
        "dpl_cell_area_um2": 4210,
    },
    "min_path": {
        "hold_class": "in -> reg",
    },
}
==> cell families (layout without fill, tap and decap cells) <==
logic type / after synthesis / in the layout / share of synthesized area [%]
flip-flops: 8 / 8 / 4.17
multiplexers: 5 / 5 / 1.69
XOR/XNOR: 72 / 72 / 17.0
AND-OR/OR-AND: 84 / 84 / 14.4
adder cells (fa/ha/maj): 89 / 89 / 35.0
buffers and inverters: 85 / 97 / 8.40
AND/OR/NAND/NOR: 153 / 153 / 19.3
==> metal layers <==
metal,track usage (%),share of wire (%),vias up
li1,-,-,1670
met1,46.4,50,1486
met2,42.7,43,91
met3,3.89,5.7,12
met4,5.05,1.9,0
met5,0,0,-
==> power groups by stage <==
stage,Combinational [mW],Sequential [mW],Clock (mW)
after global routing,0.616,0.0527,0.0579
after CTS,0.547,0.0522,0.0544
final,0.545,0.0521,0.0535
==> layout by cell type (no fill, tap or decap), drive strengths merged, types with 3 or more instances in the layout <==
master,count
nand2,46
clkbuf,3
nand2b,5
o221ai,4
a221oi,4
nor4,5
a22oi,4
dfxtp,8
nor2b,4
ha,58
nor3,14
xnor2,54
buf,8
and2,35
nor2,38
inv,57
clkdlybuf4s50,29
a21o,7
fa,31
a21oi,31
a31oi,3
o21ai,11
xor2,17
a211oi,7
==> path summary, 6_finish.rpt <==
kind	startpoint	slack [ns]	end	cells past startpoint
setup / recovery	data[2]	0.86	alu_out[7]	15
hold / removal	reset	1.92	alu_out[0]	2
==> stage by stage <==
step                cells  hold slack (ns)  setup WS [ns]  utilization, %
global route          607             1.98          0.463            57.9
global placement      604             2.08          0.624            57.4
detailed placement    604             2.08          0.646            57.4
finish                607             1.92          0.858            57.9
CTS                   607             1.92          0.862            57.9
floorplan             496             1.68           1.61               -
==> critical path, stage by stage <==
cell and delay, ns:
clkdlybuf4s50_1 0.88, nor3_1 0.16, xnor2_1 0.46, nand2_1 0.22
fa_1 0.56, inv_1 0.05, fa_1 0.51, fa_1 0.53
nor4_1 0.34, nand2_1 0.16, nor3_2 0.16, xor2_1 0.20
xnor2_1 0.09, a221o_1 0.39, a311oi_1 0.25
==> cell type report <==
class / instances / area, µm² / share of cell area, %
Multi-Input combinational cell: 403 / 3360 / 79.1
Timing Repair Buffer: 37 / 350 / 8.25
Inverter: 57 / 214 / 5.04
Sequential cell: 8 / 160 / 3.77
Tap cell: 99 / 124 / 2.92
Clock buffer: 3 / 41.3 / 0.972
Power figures rest on the tool's default switching activity, not on a simulated workload.
